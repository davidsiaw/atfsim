<file path="/design/flow/design.v">
module goe_selector(
  input [0:2]oe_mux,
  input vcc_pt5,
  input [0:5]goe,
  output reg qoe
);
  always @ (*) begin
    casez(oe_mux)
      3'b000: qoe = 1'b0;
      3'b001: qoe = goe[0];
      3'b100: qoe = goe[1];
      3'b101: qoe = goe[2];
      3'b010: qoe = goe[3];
      3'b011: qoe = goe[4];
      3'b110: qoe = goe[5];
      3'b111: qoe = vcc_pt5;
      default: qoe = 1'b0;
    endcase;
  end
endmodule
module gclk_selector(
  input [0:1]gclk_mux,
  input [0:2]gclk,
  output reg qclk
);
  always @ (*) begin
    casez(gclk_mux)
      3'b11: qclk = gclk[0];
      3'b00: qclk = gclk[1];
      3'b10: qclk = gclk[2];
      default: qclk = 1'b0;
    endcase;
  end
endmodule
module gclr_selector(
  input gclr_mux,
  input gclr,
  output gclrgnd
);
  assign gclrgnd = gclr & ~gclr_mux | 1'b0 & gclr_mux;
endmodule
module dualmux(input msel, input q0default, q1default, signal, output q0, q1);
  assign q0 = q0default &  msel | signal & ~msel;
  assign q1 = q1default & ~msel | signal &  msel;
endmodule
module xor_a_side(
  input xor_a_mux,
  input y2, sum,
  output xta, casout
);
  dualmux xora(
    .msel(xor_a_mux),
    .q0default(y2),
    .q1default(1'b0),
    .signal(sum),
    .q0(xta),
    .q1(casout)
  );
endmodule
module mux(input isel, input a0, a1, output q);
  assign q = a0 & ~isel | a1 & isel;
endmodule
module pt1pt2_routing(
  input xor_a_mux, xor_b_mux, xor_inv_mux,
  input y1, y2,
  output mc_flb, y1y2vcc
);
  wire yf;
  assign yf = ~y1;
  wire flb_mux;
  assign flb_mux = xor_a_mux & ~xor_b_mux & xor_inv_mux;
  mux pt1f(
    .isel(flb_mux),
    .a0(yf),
    .a1(1'b0),
    .q(mc_flb)
  );
  wire y1y2;
  mux selecty1y2(
    .isel(xor_a_mux),
    .a0(y2),
    .a1(y1),
    .q(y1y2)
  );
  mux selecty1y2vcc(
    .isel(xor_inv_mux),
    .a0(yf),
    .a1(1'b1),
    .q(y1y2vcc)
  );
endmodule
module pt1pt2_section(
  input pt1_mux, pt2_mux, xor_a_mux, xor_b_mux, xor_inv_mux,
  input pt1_v, pt2_v,
  output y2_v, y1y2vcc_v, mc_flb_v, sti1_v, sti2_v
);
  wire y1, y2;
  dualmux pt1m(
    .msel(pt1_mux),
    .q0default(1'b0),
    .q1default(1'b0),
    .signal(pt1_v),
    .q0(sti1_v),
    .q1(y1)
  );
  dualmux pt2m(
    .msel(pt2_mux),
    .q0default(1'b0),
    .q1default(1'b0),
    .signal(pt2_v),
    .q0(sti2_v),
    .q1(y2)
  );
  wire y1y2vcc;
  pt1pt2_routing p1p2r(
    .xor_a_mux(xor_a_mux), .xor_b_mux(xor_b_mux), .xor_inv_mux(xor_inv_mux),
    .y1(y1), .y2(y2),
    .mc_flb(mc_flb_v), .y1y2vcc(y1y2vcc)
  );
  assign y2_v = y2;
endmodule
module prexor_section(
  input xor_b_mux,
  input y1y2vcc, ffqn,
  output xtb
);
  mux prexor(
    .isel(xor_b_mux),
    .a0(ffqn),
    .a1(y1y2vcc),
    .q(xtb)
  );
endmodule
module xor_b_side(
  input pt1_mux, pt2_mux, xor_a_mux, xor_b_mux, xor_inv_mux,
  input pt1_v, pt2_v, ffqn_v,
  output xtb_v, sti1_v, sti2_v, mc_flb_v, y2_v
);
  wire y1y2vcc;
  pt1pt2_section pt1pt2m(
    .pt1_mux(pt1_mux), .pt2_mux(pt2_mux), .xor_a_mux(xor_a_mux), .xor_b_mux(xor_b_mux), .xor_inv_mux(xor_inv_mux),
    .pt1_v(pt1_v), .pt2_v(pt2_v),
    .y2_v(y2_v), .y1y2vcc_v(y1y2vcc), .sti1_v(sti1_v), .sti2_v(sti2_v), .mc_flb_v(mc_flb_v)
  );
  prexor_section xorb(
    .xor_b_mux(xor_b_mux),
    .y1y2vcc(y1y2vcc), .ffqn(ffqn_v),
    .xtb(xtb_v)
  );
endmodule
module xornest(
  input xor_inv_mux, o_mux, d_mux,
  input xta, xtb, y2, q,
  output ffd, out
);
  wire qnxor, qxor;
  assign qxor = xta ^ xtb;
  assign qnxor = ~qxor;
  wire y2q;
  mux y2orq(
    .isel(o_mux),
    .a0(q),
    .a1(y2),
    .q(y2q)
  );
  wire inverted;
  mux invert(
    .isel(xor_inv_mux),
    .a0(qnxor),
    .a1(qxor),
    .q(inverted)
  );
  mux dffmux(
    .isel(d_mux),
    .a0(y2q),
    .a1(inverted),
    .q(ffd)
  );
  assign out = inverted;
endmodule
module pt3_routing(
  input ar, gclrgnd,
  output ffar
);
  assign ffar = ar | gclrgnd;
endmodule
module pt3_section(
  input pt3_mux,
  input pt3_v, gclrgnd_v,
  output sti3_v, ffar_v
);
  wire ar;
  dualmux pt3m(
    .msel(pt3_mux),
    .q0default(1'b0),
    .q1default(1'b0),
    .signal(pt3_v),
    .q0(sti3_v),
    .q1(ar)
  );
  pt3_routing p3r(
    .ar(ar), .gclrgnd(gclrgnd_v),
    .ffar(ffar_v)
  );
endmodule
module pt4_routing(
  input pt4_mux, pt4_func_mux,
  input ce, gclk,
  output ffen, ffclk
);
  wire pt4clk, qclk;
  mux selectclk(
    .isel(pt4_mux),
    .a0(1'b1),
    .a1(ce),
    .q(pt4clk)
  );
  mux selectffclk(
    .isel(pt4_func_mux),
    .a0(gclk),
    .a1(qclk),
    .q(ffclk)
  );
  wire ce_mux;
  assign ce_mux = ~pt4_func_mux & pt4_mux;
  mux selectce(
    .isel(ce_mux),
    .a0(ce),
    .a1(1'b1),
    .q(ffen)
  );
endmodule
module pt4_section(
  input pt4_mux, pt4_func_mux,
  input pt4_v, qclk_v,
  output sti4_v, ffen_v, ffclk_v
);
  wire ce;
  dualmux pt4m(
    .msel(pt4_mux),
    .q0default(1'b0),
    .q1default(1'b0),
    .signal(pt4_v),
    .q0(sti4_v),
    .q1(ce)
  );
  pt4_routing p4r(
    .pt4_mux(pt4_mux), .pt4_func_mux(pt4_func_mux),
    .ce(ce), .gclk(qclk_v),
    .ffen(ffen_v), .ffclk(ffclk_v)
  );
endmodule
module pt5_routing(
  input pt5_func_mux,
  input as_oe,
  output as, vcc_pt5
);
  dualmux pt5func(
    .msel(pt5_func_mux),
    .q0default(1'b1),
    .q1default(1'b0),
    .signal(as_oe),
    .q0(vcc_pt5),
    .q1(as)
  );
endmodule
module pt5_section(
  input pt5_mux, pt5_func_mux,
  input pt5_v,
  output sti5_v, as_v, vcc_pt5_v
);
  wire as_oe;
  dualmux pt5m(
    .msel(pt5_mux),
    .q0default(1'b0),
    .q1default(1'b0),
    .signal(pt5_v),
    .q0(sti5_v),
    .q1(as_oe)
  );
  pt5_routing p5r(
    .pt5_func_mux(pt5_func_mux),
    .as_oe(as_oe),
    .as(as_v), .vcc_pt5(vcc_pt5_v)
  );
endmodule
module outputpiece(
  input o_mux,
  input out, ffq, oe,
  output q
);
  wire output_wire;
  mux outmux(
    .isel(o_mux),
    .a0(ffq),
    .a1(out),
    .q(output_wire)
  );
  mux tristate(
    .isel(oe),
    .a0(1'bz),
    .a1(output_wire),
    .q(q)
  );
endmodule
module sumpiece(
  input casin, sti1, sti2, sti3, sti4, sti5,
  output sum
);
  assign sum = casin | sti1 | sti2 | sti3 | sti4 | sti5;
endmodule
module storage_latch(
  input ffd, ffclk, ffen, ffas, ffar,
  output reg ffq
);
  always @ (*) begin
    if (ffar == 1)
      ffq <= 0;
    else if (ffas == 1)
      ffq <= 1;
    else if (ffclk == 1 && ffen == 1)
      ffq <= ffd;
  end
endmodule
module storage_flipflop(
  input ffd, ffclk, ffen, ffas, ffar,
  output reg ffq
);
  always @ (posedge ffclk or posedge ffar or posedge ffas) begin
    if (ffar == 1)
      ffq <= 0;
    else if (ffas == 1)
      ffq <= 1;
    else if (ffclk == 1 && ffen == 1)
      ffq <= ffd;
  end
endmodule
module storage(
  input storage_mux,
  input ffd, ffclk, ffen, ffas, ffar,
  output ffq, ffqn
);
  wire qlatch, qff, q;
  storage_flipflop ff_mode(.ffd(ffd), .ffclk(ffclk), .ffen(ffen), .ffas(ffas), .ffar(ffar), .ffq(qff));
  storage_latch latch_mode(.ffd(ffd), .ffclk(ffclk), .ffen(ffen), .ffas(ffas), .ffar(ffar), .ffq(qlatch));
  assign q = qff & storage_mux | qlatch & ~storage_mux;
  assign ffq = q;
  assign ffqn = ~q;
endmodule
module cellcore(
        input pt1_mux, pt2_mux, pt3_mux, pt4_mux, pt5_mux,
              gclr_mux, pt4_func_mux, pt5_func_mux, xor_a_mux, xor_b_mux,
              xor_inv_mux, d_mux, storage_mux, fb_mux, o_mux,
        input [0:2]oe_mux,
        input [0:1]gclk_mux,
        input pt1_v, pt2_v, pt3_v, pt4_v, pt5_v,
              casin_v, gclr_v,
        input [0:5]goe_v,
        input [0:2]gclk_v,
        output casout_v, pad_v, mc_flb_v, mc_fb_v
    );
  wire sti1, sti2;
  wire xtb, ffqn, y2;
  xor_b_side xorb(
      .pt1_mux(pt1_mux), .pt2_mux(pt2_mux), .xor_a_mux(xor_a_mux), .xor_b_mux(xor_b_mux), .xor_inv_mux(xor_inv_mux),
      .pt1_v(pt1_v), .pt2_v(pt2_v), .ffqn_v(ffqn),
      .xtb_v(xtb), .sti1_v(sti1), .sti2_v(sti2), .y2_v(y2), .mc_flb_v(mc_flb_v)
  );
  wire xta, sum;
  xor_a_side xora(
    .xor_a_mux(xor_a_mux),
    .y2(y2), .sum(sum),
    .xta(xta), .casout(casout_v)
  );
  wire sti3;
  wire ffar, gclrgnd;
  pt3_section pt3m(
    .pt3_mux(pt3_mux),
    .pt3_v(pt3_v), .gclrgnd_v(gclrgnd),
    .sti3_v(sti3), .ffar_v(ffar)
  );
  wire sti4;
  wire ffen, ffclk, qclk;
  pt4_section pt4m(
    .pt4_mux(pt4_mux), .pt4_func_mux(pt4_func_mux),
    .pt4_v(pt4_v), .qclk_v(qclk),
    .sti4_v(sti4), .ffen_v(ffen), .ffclk_v(ffclk)
  );
  wire sti5;
  wire vcc_pt5, as;
  pt5_section pt5m(
    .pt5_mux(pt5_mux), .pt5_func_mux(pt5_func_mux),
    .pt5_v(pt5_v),
    .sti5_v(sti5), .as_v(as), .vcc_pt5_v(vcc_pt5)
  );
  sumpiece orsum(
    .casin(casin_v), .sti1(sti1), .sti2(sti2), .sti3(sti3), .sti4(sti4), .sti5(sti5),
    .sum(sum)
  );
  wire ffd, xorout, q;
  xornest xors(
    .xor_inv_mux(xor_inv_mux), .o_mux(o_mux), .d_mux(d_mux),
    .xta(xta), .xtb(xtb), .y2(y2), .q(q),
    .ffd(ffd), .out(xorout)
  );
  wire qoe;
  goe_selector goeselect(
    .oe_mux(oe_mux),
    .goe(goe_v), .vcc_pt5(vcc_pt5),
    .qoe(qoe)
  );
  gclk_selector gclkselect(
    .gclk_mux(gclk_mux),
    .gclk(gclk_v),
    .qclk(qclk)
  );
  gclr_selector gclrselect(
    .gclr_mux(gclr_mux),
    .gclr(gclr_v),
    .gclrgnd(gclrgnd)
  );
  wire ffq;
  storage dff(
    .storage_mux(storage_mux),
    .ffd(ffd), .ffclk(ffclk), .ffen(ffen), .ffas(as), .ffar(ffar),
    .ffq(ffq), .ffqn(ffqn)
  );
  outputpiece outputter(
    .o_mux(o_mux),
    .out(xorout), .ffq(ffq), .oe(qoe),
    .q(q)
  );
  assign mc_fb_v = fb_mux & xorout | ~fb_mux & ffq;
  assign pad_v = q;
endmodule
module productinput(
  input [0:95]ptbitmap_mux,
  input [0:15]mc_flb,
  input [0:39]uim_p,
  output pt
);
  wire [0:39]uim_n;
  assign uim_n = ~uim_p;
  wire [0:95]andinput;
  generate
    genvar i;
    for (i=0; i<16; i=i+1) begin : gen_flb
      mux flb_select(
        .isel(ptbitmap_mux[i]),
        .a0(mc_flb[i]),
        .a1(1'b1),
        .q(andinput[i])
      );
    end
    for (i=0; i<40; i=i+1) begin : gen_uim
      mux uim_p_select(
        .isel(ptbitmap_mux[16+i*2]),
        .a0(uim_p[i]),
        .a1(1'b1),
        .q(andinput[16+i*2])
      );
      mux uim_n_select(
        .isel(ptbitmap_mux[16+i*2+1]),
        .a0(uim_n[i]),
        .a1(1'b1),
        .q(andinput[16+i*2+1])
      );
    end
  endgenerate
  assign pt = &andinput;
endmodule
module macrocell(
  input [0:2]oe_mux,
  input [0:1]gclk_mux,
  input [0:479]ptgroupbitmap_mux,
  input pt1_mux, pt2_mux, pt3_mux, pt4_mux, pt5_mux,
        gclr_mux, pt4_func_mux, pt5_func_mux, xor_a_mux, xor_b_mux,
        xor_inv_mux, d_mux, dfast_mux, storage_mux, fb_mux, o_mux,
  input [0:39]uim,
  input [0:15]in_flb,
  input [0:5]goe,
  input [0:2]gclk,
  input casin,
  input gclr,
  output pad,
  output mc_fb,
  output casout,
  output mc_flb
);
  wire [0:4]pt;
  generate
    genvar i;
    for (i=0; i<5; i=i+1) begin : gen_pti
      productinput pti(
        .ptbitmap_mux(ptgroupbitmap_mux[i*96:i*96+95]),
        .uim_p(uim),
        .mc_flb(in_flb),
        .pt(pt[i])
      );
    end
  endgenerate;
  wire inv_mc_flb;
  cellcore mc(
    pt1_mux, pt2_mux, pt3_mux, pt4_mux, pt5_mux,
    gclr_mux, pt4_func_mux, pt5_func_mux, xor_a_mux, xor_b_mux,
    xor_inv_mux, d_mux, storage_mux, fb_mux, o_mux,
    oe_mux,
    gclk_mux,
    pt[0], pt[1], pt[2], pt[3], pt[4],
    casin,
    gclr, goe, gclk,
    casout, pad, inv_mc_flb, mc_fb
  );
  assign mc_flb = ~inv_mc_flb;
endmodule
module atf1502(
  input [0:45]global_mux,
  inout[0:40]pins
);
  wire [0:31]pad;
  wire [0:31]mc_fb;
  wire [0:79]uim;
  wire [0:2]gclk;
  wire [0:5]goe;
  wire gclr;
endmodule
module globalswitch(
  input [0:45]global_mux,
  input [0:40]pins,
  output [0:2]gclk,
  output [0:5]goe,
  output gclr
);
endmodule
module switchbox(
  input [0:31]pad,
  input [0:31]mc_fb,
  output [0:39]uim
);
endmodule
module logic_block(
  input [0:65000]logicgroupbitmap_mux,
  input [0:39]uim,
  input [0:5]goe,
  input [0:2]gclk,
  input gclr,
  output [0:15]pad,
  output [0:15]mc_fb
);
  wire [0:15]mc_flb;
endmodule
</file>
<file path="/design/flow/run.sh">
#!/bin/bash
# OpenROAD 26Q1-2900-gdf79404cd8, Yosys 0.63+post, stock flow scripts
make -C /OpenROAD-flow-scripts/flow DESIGN_CONFIG=/design/flow/config.mk WORK_HOME=/design/flow/orfs finish
</file>
<file path="/design/flow/config.mk">
export PLATFORM = sky130hd
export DESIGN_NAME = macrocell
export DESIGN_NICKNAME = macrocell
export VERILOG_FILES = /design/flow/design.v
export SDC_FILE = /design/flow/constraint.sdc
export NUM_CORES = 4
export LEC_CHECK = 1
export CORE_AREA = 10 10 225 225
export DIE_AREA = 0 0 235 235
</file>
<file path="/design/flow/constraint.sdc">
current_design macrocell

set clk_period 4.0
set clk_io_pct 0.2

create_clock -name clk0 -period $clk_period

set non_clock_inputs [all_inputs -no_clocks]
set_input_delay [expr $clk_period * $clk_io_pct] -clock clk0 $non_clock_inputs
set_output_delay [expr $clk_period * $clk_io_pct] -clock clk0 [all_outputs]
</file>
==> flow_summary.yaml <==
# implementation run metrics
outcome:
  status: "completed"
die:
  fp-utilization_pct: 7.84
  chipArea_sq_um: 55200
  io_pins: 572
  row_count: 78
  die_h_um: 235
  coreArea_sq_um: 45600
  die_w_um: 235
finish:
  syn_to_final_growth_pct: 233
  comb_area_sq_um: 3500
  ff_latch_area_sq_um: 47.5
  layout_top_cell: "clkdlybuf4s50_1"
  lay_top_cells: "clkdlybuf4s50_1 (463), buf_4 (171), mux2i_1 (158)"
  drive_gt1_share_pct: 23.4
  fillers: 4894
yosys:
  ff_type: "dlxtn_1"
  yosys-stat-cells: 485
  netlist_area_sq_um: 3570
  yosys_warnings: 12
  avgSynthCellArea_sq_um: 7.37
  synth-seq-cells: 2
  async_reset_ff_share_pct: 50.0
  yosys.stat.chipArea_sq_um: 3570
  synthesis.instances: 485
  netlist-cell-type-count: 50
  edf_count: 0
min_path:
  min_from: "fb_mux"
  hold_depth: 3
  holdPathEnd: "mc_fb"
  hp-class: "input port to output pin"
timing:
  min_period_ns: 3.91
  finalCritPeriodShare_pct: 97.8
  maxSlewHeadroom_pct: 60.3
  worstMarginPinSlew_ns: 0.579
  setup-violations-final: 0
  report.final.slew_viol_count: 0
  hold_viol: 0
  untimed_endpoints: 2
  unclocked_pins: 2
  clock.fmax_ghz: 0.256
  finalWorstSetupSlack_ns: 0.0890
setup_path:
  worstPathRequired_ns: 3.20
  criticalPathCategory: "input port to output pin"
  crit_buf_inv: 2
  crit_top_cell: "nand4_1"
  crit_fanout: 3
  slowest_delay_ns: 0.50
  end_kind: "output pin"
  cp_cell_sequence: "clkdlybuf4s50_1, mux2i_1, nor4_2, nand4_1, nor3_4, a32oi_4, nand4_1, o211ai_2, a21oi_1, buf_2"
  cp_slowest_cell: "clkdlybuf4s50_1"
  path_delay_family: "simple AND/OR/NAND/NOR gates"
  start_kind: "input port"
  critPathArrivalTime_ns: 3.11
global_routing:
  grt_pass1_wl_um: 68000
  grt_max_degree: 7
  antenna_found_initial: 21
  grtUsageTotal_pct: 18.1
  grt_pass1_vias: 8090
  grt_overflow: 0
job:
  warning_count: 43
  max-cap-violations: 0
drt:
  routedWlPerCell_um: 28.5
  first_pass_iters: 4
  vias_per_cell: 3.91
  detail-route-antenna-nets: 0
  drt_iter0_markers: 225
  drc_errors: 0
  vias: 7136
  wl_um: 52000
power:
  p_leak_uw: 0.00532
  power_density_nw_per_um2: 99.8
  total_power_uw: 1190
  ir_drop_mv: 0.0407
placement:
  post-place-ws_ns: -0.795
  io_buffers: 561
  globalplace.congestion: 0.931
  dp_hpwl_um: 48000
clock_network:
  ctsHoldBuffers: 0
-- synth_stat cells (2+ instances only) --
library cell,count,area [sq um]
a2111oi_0,2,17.5
a21oi_1,4,20.0
a22oi_1,2,15.0
a31oi_1,2,12.5
and2_1,2,12.5
buf_2,27,135
buf_4,4,30.0
buf_6,3,33.8
clkbuf_1,6,22.5
inv_1,24,90.1
mux2_2,3,33.8
mux2i_1,168,1680
nand2_1,10,37.5
nand2b_1,3,18.8
nand3_1,6,30.0
nand4_1,15,93.8
nand4b_1,2,17.5
nor2_1,41,154
nor2b_1,5,31.3
nor3_1,13,65.1
nor4_1,51,319
o22ai_1,56,350
or3_1,2,12.5
or4_1,7,52.6
or4_4,2,22.5
-- layout make-up --
cell class / count / share of cell area (%)
timing repair buffer: 771 / 62.9
multi-input combinational: 417 / 29.4
tap: 600 / 6.31
inverter: 25 / 0.789
sequential: 2 / 0.400
antenna: 8 / 0.168
-- cell families (layout without fill, tap and decap cells) --
group	Yosys count	after routing	share of synthesized area [%]
XOR/XNOR	2	2	0.490
multiplexers	171	171	48.0
AND/OR/NAND/NOR	167	167	26.7
latches	1	1	0.420
flip-flops	1	1	0.911
other	1	9	0.105
AND-OR/OR-AND	76	76	14.1
buffers and inverters	66	796	9.21
-- routing by layer --
metal  GRT usage, %  up-vias  part of all wire [%]
li1               -     3388                     -
met1           21.9     3280                    42
met2           30.8      404                    48
met3           6.31       44                   8.8
met4           2.59       20                   1.7
met5              0        -                  0.22
-- stage by stage --
stage	utilization, %	cells	TNS [ns]	hold WS [ns]	cell area [sq um]
2_1_floorplan	-	485	0	1.62	3570
3_3_place_gp	24.9	1795	-1.72	2.58	11300
3_5_place_dp	24.9	1795	-1.69	2.58	11300
6_report	26.1	1823	0	2.25	11900
4_1_cts	25.4	1810	0	2.26	11600
5_1_grt	26.1	1817	-0.0281	2.30	11900
-- worst max path at each step --
stage | startpoint | endpoint | cells past startpoint
CTS | ptgroupbitmap_mux[61] | mc_fb | 13
global route | ptgroupbitmap_mux[445] | mc_fb | 10
finish | ptgroupbitmap_mux[445] | mc_fb | 10
-- state kept, by name, indices dropped and copies added, names as in the netlist --
name / cells
mc.dff.ff_mode.ffq: 1
mc.dff.latch_mode.ffq: 1
-- repair_timing --
action | 4_1_cts | 5_1_grt
buffers inserted | 17 | 8
pin swaps | 29 | 33
gates cloned | 0 | 0
setup endpoints to repair | 3 | 2
gates resized | 117 | 118
-- where the power goes --
| group | total, uW | switching (uW) | internal, uW |
|---|---|---|---|
| Clock | 0.000191 | 0 | 0.000191 |
| Combinational | 1180 | 427 | 756 |
| Sequential | 2.92 | 0.314 | 2.61 |
| Total | 1190 | 428 | 759 |
Power is estimated from default activity; no workload was simulated.
